## flow/run.sh

```bash
#!/bin/bash
# OpenROAD 26Q1-2900-gdf79404cd8, Yosys 0.63+post, stock flow scripts
make -C /OpenROAD-flow-scripts/flow DESIGN_CONFIG=/design/flow/config.mk WORK_HOME=/design/flow/orfs finish
```

## flow/config.mk

```make
export PLATFORM = sky130hd
export DESIGN_NAME = register_file
export DESIGN_NICKNAME = register_file
export VERILOG_FILES = /design/flow/design.v
export SDC_FILE = /design/flow/constraint.sdc
export NUM_CORES = 4
export LEC_CHECK = 1
export CORE_UTILIZATION = 50
```

## flow/design.v

```verilog
module register_file (
    input  logic       clk,
    input logic [4:0]  read_a,
    input logic [4:0]  read_b,
    input logic        write_en,
    input logic [4:0]  write_sel,
    input logic [31:0] data,
    output logic [63:0] out_a,
    output logic [63:0] out_b,
);
logic [63:0] regs [31:0];
always_ff @(posedge clk) begin
        if (write_en && write_sel != 5'd0) begin
            regs[write_sel] <= data;
        end
    end
assign out_a = (read_a == 5'd0) ? 64'd0 : regs[read_a];
assign out_b = (read_b == 5'd0) ? 64'd0 : regs[read_b];
endmodule
```

## flow/constraint.sdc

```tcl
current_design register_file

set clk_period 5.9
set clk_io_pct 0.2

create_clock -name clk0 -period $clk_period [get_ports {clk}]

set non_clock_inputs [all_inputs -no_clocks]
set_input_delay [expr $clk_period * $clk_io_pct] -clock clk0 $non_clock_inputs
set_output_delay [expr $clk_period * $clk_io_pct] -clock clk0 [all_outputs]
```

==> impl_metrics.prom <==
# HELP chip_impl_metric Synthesis and place-and-route metrics
# TYPE chip_impl_metric gauge
chip_impl_metric{name="fillerInstances",unit=""} 6851
chip_impl_metric{name="tightest_slew",unit="ns"} 1.06
chip_impl_metric{name="numPortBuffers",unit=""} 112
chip_impl_info{name="mostFrequentLayoutCells",value="edfxtp_1, mux2i_1, mux4_2"} 1
chip_impl_metric{name="globalplace.congestion",unit=""} 0.914
chip_impl_metric{name="core_util_floorplan",unit="%"} 50.7
chip_impl_metric{name="cts_made_buffers",unit=""} 110
chip_impl_metric{name="die-area",unit="µm²"} 98000
chip_impl_metric{name="firstDrtPassIters",unit=""} 7
chip_impl_metric{name="wl",unit="µm"} 156000
chip_impl_metric{name="postSynthAreaPerCell",unit="µm²"} 18.4
chip_impl_metric{name="first_pass_grt_wire_length",unit="µm"} 222000
chip_impl_metric{name="use_met1",unit="%"} 43.9
chip_impl_metric{name="initial_antenna_violation_count",unit=""} 2
chip_impl_info{name="startpoint_type",value="primary input"} 1
chip_impl_metric{name="syn_to_final_growth",unit="%"} 14.5
chip_impl_metric{name="clock-sinks",unit=""} 1024
chip_impl_metric{name="routedWlPerCell",unit="µm"} 37.2
chip_impl_metric{name="htreeDepth",unit=""} 3
chip_impl_metric{name="overflow",unit=""} 0
chip_impl_info{name="worstHoldPathType",value="primary input to flip-flop"} 1
chip_impl_metric{name="layout_setup_ws",unit="ns"} 0.543
chip_impl_info{name="largest-register",value="regs"} 1
chip_impl_metric{name="yosys.cell_types.count",unit=""} 39
chip_impl_metric{name="share_of_cells_above_drive_strength_1",unit="%"} 26.9
chip_impl_metric{name="number_of_global_route_vias_before_repair",unit=""} 31700
chip_impl_metric{name="postSynthRegisterBits",unit=""} 1024
chip_impl_metric{name="drt_drc_violations_left",unit=""} 0
chip_impl_metric{name="post_layout_nonfiller_instances",unit=""} 4189
chip_impl_metric{name="yosys_area",unit="µm²"} 48400
chip_impl_info{name="tritoncts",value="yes"} 1
chip_impl_metric{name="cp.arrival",unit="ns"} 4.18
chip_impl_metric{name="holdBufCountCts",unit=""} 0
chip_impl_metric{name="cp_data_required_time",unit="ns"} 4.72
chip_impl_metric{name="yosysCellCount",unit=""} 2628
chip_impl_metric{name="place_worst_setup_slack",unit="ns"} 0.629
chip_impl_metric{name="largest_register_ff_count",unit=""} 1024
chip_impl_info{name="global_route.peak_usage_layer",value="met2"} 1
chip_impl_metric{name="grt_start_max_net_pins",unit=""} 85
chip_impl_metric{name="synthesis.yosys.warnings",unit=""} 1
chip_impl_metric{name="power_per_cell_area",unit="nW/µm²"} 299
chip_impl_metric{name="placedCellCount",unit=""} 3979
chip_impl_metric{name="grt_use_met2",unit="%"} 50.4
chip_impl_info{name="rsz_0062_raised_after_global_routing",value="false"} 1
chip_impl_metric{name="clk_pin_slew",unit="ns"} 0.06
chip_impl_metric{name="post-route-period-util",unit="%"} 90.8
chip_impl_metric{name="synth.yosys.seq_area_share",unit="%"} 63.6
chip_impl_info{name="ctsRootBufferMaster",value="clkbuf_16"} 1
chip_impl_metric{name="worstPathMaxFanout",unit=""} 36
chip_impl_metric{name="fin_setup_tns",unit="ns"} 0
chip_impl_metric{name="timing.max_slew.rel_slack",unit="%"} 29.4
chip_impl_metric{name="globalRouteMet3Util",unit="%"} 30.4
chip_impl_metric{name="max_cap_viol_count",unit=""} 0
chip_impl_metric{name="clockBufferDepth",unit=""} 3
chip_impl_metric{name="syn_inst",unit=""} 2628
chip_impl_metric{name="post_cts_setup_repair_bufs",unit=""} 0
chip_impl_metric{name="timing.fmax",unit="MHz"} 187
chip_impl_metric{name="report.final.slew_viol_count",unit=""} 0
chip_impl_info{name="status",value="completed"} 1
chip_impl_metric{name="antenna_left",unit=""} 0
chip_impl_metric{name="netlist_area",unit="µm²"} 48400
chip_impl_metric{name="layout.area.seq",unit="µm²"} 30700
chip_impl_info{name="endpoint_kind",value="primary output"} 1
chip_impl_metric{name="routed-via-count",unit=""} 28400
chip_impl_info{name="layout_top_cell_excl_fill_tap",value="edfxtp_1"} 1
chip_impl_metric{name="dp_hpwl",unit="µm"} 89800
chip_impl_metric{name="total_power",unit="W"} 0.0166
chip_impl_metric{name="finish.utilization",unit="%"} 58.0
chip_impl_metric{name="placement_rows",unit=""} 113
chip_impl_metric{name="floorplan.die.width",unit="µm"} 313
chip_impl_metric{name="postCtsResizedCells",unit=""} 0
chip_impl_metric{name="irDropWorstVdd",unit="V"} 0.000215
chip_impl_metric{name="final-setup-viol-count",unit=""} 0
chip_impl_info{name="criticalPathCategory",value="primary input to primary output"} 1
chip_impl_metric{name="die_h",unit="µm"} 313
chip_impl_metric{name="drt_iter0_markers",unit=""} 2090
chip_impl_metric{name="grt_usage",unit="%"} 36.1
chip_impl_metric{name="area_inside_the_core_boundary",unit="µm²"} 95400
chip_impl_metric{name="warning_count",unit=""} 26
chip_impl_metric{name="power_leakage",unit="nW"} 18.2
chip_impl_info{name="largest_registers",value="regs: 1024 flops"} 1
chip_impl_metric{name="io_pins",unit=""} 177
chip_impl_metric{name="hold_viol_final",unit=""} 0
chip_impl_metric{name="logic_area",unit="µm²"} 16600
chip_impl_metric{name="vias_per_cell",unit=""} 6.79
chip_impl_metric{name="final_period_minus_worst_setup_slack",unit="ns"} 5.36
metal layers:
layer	part of all wire, %	wire length, µm
met5	0.30	466
met4	3.7	5740
met3	20	30500
met2	46	71800
met1	30	47500
layout make-up:
| cell class | count | share of cell area, % |
|---|---|---|
| sequential | 1024 | 55.5 |
| multi-input combinational | 1418 | 30.0 |
| clock buffer | 132 | 5.27 |
| timing repair buffer | 270 | 5.03 |
| tap | 1265 | 2.86 |
| clock inverter | 75 | 1.24 |
| inverter | 2 | 0.0158 |
| antenna | 3 | 0.0136 |
worst max-delay path: stages:
cell             delay, ns
buf_6                 0.47
nor2b_4               0.28
buf_4                 0.36
a221oi_1              0.35
o21ai_0               0.18
a311oi_1              0.68
clkdlybuf4s50_1       0.60
stage by stage:
step	area [µm²]	hold slack, ns
detailed placement	51800	2.01
finish	55400	1.30
floorplan	48700	1.28
global route	55400	1.31
CTS	55400	1.26
global placement	51800	2.00
report_power, final:
group	total, W	switching (W)	leakage, nW	internal [W]
combinational	0.00151	0.000861	7.24	0.000648
clock	0.00688	0.00285	1.75	0.00403
sequential	0.00816	0.0000443	9.25	0.00812
total	0.0166	0.00375	18.2	0.0128
cell usage after synthesis, drive strengths merged:
cell     instances  area (µm²)
nor2            37         141
or4              1        11.3
nor2b           37         231
nand2b           1        6.26
conb             1        3.75
o221ai          64         561
edfxtp        1024       30700
o2111ai         10        87.6
mux2            64         721
nand3b           6        45.0
buf            179        1260
mux2i          320        3200
a22oi           64         480
a211oi          64         536
clkbuf         100         380
and2             2        12.5
or3              2        12.5
a21oi           32         160
mux4           352        8060
o21ai           54         270
nand2           85         319
a221oi          54         573
and3             1        6.26
nand4           32         200
nand3            2        10.0
or2              1        6.26
inv              2        7.51
a311oi          32         280
or3b             5        43.8
cell families (layout without fill, tap and decap cells):
family | after synthesis | count (layout) | synth area share [%]
other cells | 1 | 99 | 0.00775
simple gates | 212 | 212 | 2.16
compound gates | 374 | 374 | 6.09
flops | 1024 | 1024 | 63.6
mux | 736 | 736 | 24.8
buf+inv | 281 | 479 | 3.41
final timing paths:
kind	slack, ns	endpoint	cells past startpoint	start
setup / recovery	0.54	out_a[2]	7	read_a[0]
hold / removal	1.30	regs[17][21]	2	data[21]
Power is estimated from default activity; no workload was simulated.
